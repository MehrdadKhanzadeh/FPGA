==> flow/design.v <==
module mult (co, data, multresult);
	input [15:0] co;
	input [15:0] data;
	output [31:0] multresult;
	assign multresult = co * data;
endmodule
==> flow/run.sh <==
#!/bin/bash
# OpenROAD 26Q1-2900-gdf79404cd8, Yosys 0.63+post, stock flow scripts
make -C /OpenROAD-flow-scripts/flow DESIGN_CONFIG=/design/flow/config.mk WORK_HOME=/design/flow/orfs finish
==> flow/config.mk <==
export PLATFORM = sky130hd
export DESIGN_NAME = mult
export DESIGN_NICKNAME = mult
export VERILOG_FILES = /design/flow/design.v
export SDC_FILE = /design/flow/constraint.sdc
export NUM_CORES = 4
export LEC_CHECK = 1
export CORE_UTILIZATION = 40
==> flow/constraint.sdc <==
current_design mult

set clk_period 16.5
set clk_io_pct 0.2

create_clock -name clk0 -period $clk_period

set non_clock_inputs [all_inputs -no_clocks]
set_input_delay [expr $clk_period * $clk_io_pct] -clock clk0 $non_clock_inputs
set_output_delay [expr $clk_period * $clk_io_pct] -clock clk0 [all_outputs]
==> metrics.csv <==
metric;value;unit
synth_area_per_cell;8.629;um^2
post_dp_cell_area;0.009356;mm^2
max_cap_violations;0;
dieWidth;147.7;um
gp_congestion;0.8477;
fin_area;0.009356;mm^2
comb_area;0.007500;mm^2
cp_max_fo;16;
area_growth;10.20;%
vias;6339;
dieArea;0.02181;mm^2
rsz0062_at_grt;false;
arrival;10080;ps
critPathMaxStageDelay;860;ps
warnings;32;
post-cts-setup-buffers;0;
antenna_found_initial;0;
initial_core_util;0.4143;
core;0.02049;mm^2
finalMaxSlewViolations;0;
slowest_stage;clkdlybuf4s50_1;
wirelength;20.70;mm
drt_first_pass_iters;4;
path_cells;clkdlybuf4s50_1 -> and2_1 -> fa_1 -> inv_1 -> fa_1 -> fa_1 -> fa_1 -> inv_1 -> fa_1 -> inv_1 -> fa_1 -> inv_1 -> ha_1 -> o21ai_0 -> o21ai_0 -> a21oi_1 -> a2111oi_2 -> nor2_1 -> o21ai_0 -> xnor2_1 -> clkdlybuf4s50_1;
grt_pass1_vias;7008;
drt_iter0_markers;168;
final-setup-viol-count;0;
required;13200;ps
yosys_warnings;0;
fin_crit;13380;ps
crit_path_end_kind;primary output;
ant_nets;0;
relSlewSlack;0.4159;
grtUsageTotal;0.2251;
tns;0;ps
antenna_cells;0;
regArea;0;um^2
synth_cell_types;43;
syn_inst;984;
core.rowCount;52;
layout_top_cell;inv_1;
die_height;147.7;um
whs;8062;ps
drive_gt1_frac;0.01180;
hp-class;in2out;
mappedNetlistArea;0.008491;mm^2
cp-start-kind;primary input;
hpwl;16.93;mm
finalCritPeriodShare;0.8110;
cts_hold_buf;0;
met3_length;3.017;mm
ys_cells;984;
mostFrequentLayoutCells;inv_1, fa_1, nand2_1;
io_buffers;64;
status;finished clean;
synth_seq_share;0;
ctsResizeCount;0;
n_clock_buffer;0;
fin_util;0.4565;
drc;0;
timing.fmax;0.07473;GHz
num-fill-cells;2039;
worst_path_most_repeated_cell;fa_1;
drt-wirelength-per-cell;16.08;um
worstMarginPinSlew;873.3;ps
ff_count;0;
routed_via_density;4.925;
hold_violations;0;
grt-ovfl-total;0;
yosysChipArea;0.008491;mm^2
grt_pass1_wl;35.91;mm
drt-met1-wl;8.759;mm
path_class;in2out;
io_pins;64;
routed.top_layer;met5;
route.met2.wl;8.725;mm
grt_max_degree;17;
==> synthesized netlist by cell type (all sizes together) <==
cell,n,area (um^2)
ha,104,1301
o21a,1,7.510
o22ai,1,6.260
a221o,1,10.01
o311ai,1,8.760
clkbuf,32,120.1
a21o,5,38.79
o221ai,1,8.760
nand3,8,40.04
nor4,1,6.260
nand3b,1,7.510
nand2,158,595.6
inv,232,870.8
o211ai,4,35.03
xnor2,18,157.7
a31o,1,8.760
a31oi,4,25.02
nand2b,3,18.77
or4,1,7.510
nor2,15,56.30
a21oi,24,120.1
mux2,1,11.26
a221oi,1,15.01
a2111oi,1,15.01
and2,125,782.0
a211oi,2,15.01
fa,194,3884
nand4,2,12.51
and3,1,7.510
xor2,10,87.58
o21ai,14,70.07
nor2b,4,25.02
a311oi,1,8.760
a41o,1,21.27
o31ai,2,15.01
nor3,4,25.02
o2111a,1,11.26
o21bai,3,22.52
a21boi,1,11.26
==> per-layer routing <==
layer / GRT usage / up-vias
met1: 0.3204 / 3065
li1: - / 2996
met5: 0.02500 / -
met4: 0.01031 / 2
met2: 0.3189 / 263
met3: 0.1351 / 13
==> logic make-up (layout without fill, tap and decap cells) <==
| group | Yosys count | count (layout) | synth area share |
|---|---|---|---|
| buffers and inverters | 264 | 297 | 0.1167 |
| AND-OR/OR-AND | 70 | 70 | 0.05585 |
| AND/OR/NAND/NOR | 323 | 323 | 0.1866 |
| XOR/XNOR | 28 | 28 | 0.02888 |
| multiplexers | 1 | 1 | 0.001326 |
| adder cells (fa/ha/maj) | 298 | 298 | 0.6107 |
==> path summary, 6_finish.rpt <==
path / start / end / slack [ps] / depth (start not counted)
setup / recovery: co[7] / multresult[29] / 3120 / 21
hold / removal: co[0] / multresult[0] / 8060 / 3
==> per-stage QoR <==
stage,setup WS (ps),std cells
2_1_floorplan,4846,984
3_3_place_gp,3090,1287
3_5_place_dp,3138,1287
4_1_cts,3100,1287
5_1_grt,2719,1287
6_report,3118,1287
==> area by class of cell <==
type	instances	area share
multi-input cells	720	0.8016
inverters	232	0.09307
repair buffers	65	0.06927
well taps	270	0.03611
==> critical path: cells and delay by family <==
family / cells / cell delay (ps)
adder cells (fa/ha/maj): 7 / 3380
buffers and inverters: 6 / 1530
AND-OR/OR-AND: 5 / 1210
AND/OR/NAND/NOR: 2 / 500
XOR/XNOR: 1 / 150
