## /design/flow/run.sh

```bash
#!/bin/bash
# OpenROAD 26Q1-2900-gdf79404cd8, Yosys 0.63+post, stock flow scripts
make -C /OpenROAD-flow-scripts/flow DESIGN_CONFIG=/design/flow/config.mk WORK_HOME=/design/flow/orfs finish
```

## /design/flow/config.mk

```make
export PLATFORM = sky130hd
export DESIGN_NAME = adder
export DESIGN_NICKNAME = adder
export VERILOG_FILES = /design/flow/design.v
export SDC_FILE = /design/flow/constraint.sdc
export NUM_CORES = 4
export LEC_CHECK = 1
export CORE_AREA = 10 10 108 108
export DIE_AREA = 0 0 118 118
```

## /design/flow/constraint.sdc

```tcl
current_design adder

set clk_period 21.0
set clk_io_pct 0.2

create_clock -name clk0 -period $clk_period

set non_clock_inputs [all_inputs -no_clocks]
set_input_delay [expr $clk_period * $clk_io_pct] -clock clk0 $non_clock_inputs
set_output_delay [expr $clk_period * $clk_io_pct] -clock clk0 [all_outputs]
```

## /design/flow/design.v

```verilog
module adder (input [31:0] a, b, output reg [33:0] sum);
	assign sum = a + b;
endmodule	
```

==> run_results.csv <==
group,metric,value,unit
die,core,9280,µm²
logic_synthesis,ys_types,53,
drt,wire_per_inst,14.2,µm
final_timing,grt_setup_unrepaired,"false",
placement,dp.cells,492,
grt,antenna_found_initial,0,
clock_network,cts_resized,0,
grt,grt_max_degree,12,
pwr,p_leak,1.22,nW
worst_setup_path,startpoint_type,"input pin",
cells_and_area,seq_cells,0,
logic_synthesis,most_common_cell,"a21oi_1",
clock_network,cts_setup_buffers,0,
worst_setup_path,cp-end-kind,"output port",
worst_setup_path,cp_slowest_cell,"clkdlybuf4s50_1",
grt,track_usage,9.68,%
cells_and_area,fin_cells,492,
die,die_width,118,µm
logic_synthesis,largest_area_cell,"ha_1",
logic_synthesis,common_cells,"38 x a21oi_1, 32 x ha_1, 21 x nand2_1, 19 x nor2_1, 16 x xnor2_1",
placement,placed_cell_area,2990,µm²
die,pin_count,98,
final_timing,setup_violations,0,
logic_synthesis,syn_inst,276,
worst_setup_path,crit_top_cell,"clkdlybuf4s50_1",
final_timing,tns,0,ps
worst_hold_path,hold_path.class,"in2out",
final_timing,drv_slew,0,
placement,place_congestion,0.860,
cells_and_area,drive_gt1_share,3.03,%
clock_network,hold_buffers,0,
logic_synthesis,avgSynthCellArea,6.93,µm²
placement,io_buffers,97,
final_timing,worst_slack,9700,ps
die,fp-utilization,20.6,%
cells_and_area,syn_to_final_growth,56.5,%
worst_setup_path,startpoint,"a[19]",
placement,dp_worst_setup_slack,9710,ps
logic_synthesis,yosys.area_share.xor_xnor,12.4,%
worst_setup_path,crit_path_end,"sum[25]",
logic_synthesis,yosysWarningCount,1,
die,die_h,118,µm
pwr,power,99.8,µW
placement,hpwlAfterDp,6260,µm
drt,num_vias,2309,
logic_synthesis,yosys_cells,276,
logic_synthesis,ys_sh_aoi,38.5,%
logic_synthesis,postSynthSeqShare,0,%
worst_setup_path,crit_required,16800,ps
cells_and_area,fillCellCount,998,
die,floorplan.rows,35,
grt,grt_pass1_wl,11600,µm
logic_synthesis,logic_family,"AND-OR/OR-AND gates",
logic_synthesis,synth-simple-area-share,21.6,%
job,maxCapViolations,0,
drt,dr.first_iter.drc_count,113,
logic_synthesis,syn_area,1910,µm²
drt,drc,0,
drt,diodes,0,
logic_synthesis,yosys_area,1910,µm²
worst_setup_path,critPathBufInv,2,
grt,grt_pass1_vias,2318,
cells_and_area,seq_area,0,µm²
worst_setup_path,critPathTopFamily,"buffers and inverters",
final_timing,period_needed,11300,ps
final_timing,finalHoldViolCount,0,
pwr,vdd_drop_max,11.8,µV
die,dieArea,13900,µm²
cells_and_area,fin_area,2990,µm²
cells_and_area,nClkBuffers,0,
worst_setup_path,critPathArrivalTime,7100,ps
logic_synthesis,synthMuxAreaShare,1.05,%
logic_synthesis,fa_ha_area_share,22.0,%
drt,first_pass_iters,4,
worst_setup_path,crit_chain,"clkdlybuf4s50_1 > ha_1 > a21o_1 > or2_0 > or3_1 > o32ai_2 > o31ai_1 > xnor2_1 > clkdlybuf4s50_1",
drt,viasPerCell,4.69,
logic_synthesis,topCellsByArea,"ha_1 21%, a21oi_1 9.9%, xnor2_1 7.3%, a21o_1 5.1%, xor2_1 5.0%",
job,warning_count,32,
final_timing,min_period_over_period,53.8,%
worst_setup_path,crit_type,"in2out",
worst_setup_path,cp.depth,9,
drt,totalWireLength,6980,µm
grt,grt-ovfl-total,0,
logic_synthesis,synth_top_area_share,20.9,%
pwr,power_density,33.3,nW/µm²
worst_setup_path,cp_max_fo,8,
worst_setup_path,slowest_delay,500,ps
status,outcome,"finished clean",
cells_and_area,logic_area,1830,µm²
final_timing,fmax,88.5,MHz
drt,ant_nets,0,
tightest hold or removal path: stages:
cell             delay, ps
clkdlybuf4s50_1        460
ha_1                   120
clkdlybuf4s50_1        460
worst min path at each step:
stage         endpoint  slack, ps  from  cells after the start
CTS             sum[0]       9450  b[0]                      3
global route    sum[0]       9480  b[0]                      3
finish          sum[0]       9430  b[0]                      3
final cells by class:
class / count / share of cell area [%]
Inverter: 8 / 1.00
Tap cell: 129 / 5.39
Multi-Input combinational cell: 258 / 61.2
Timing Repair Buffer: 97 / 32.4
routing by layer:
layer	vias to the layer above	wire, µm	GRT usage [%]
met4	0	84	1.31
li1	1223	-	-
met2	73	3110	15.5
met1	1007	3500	13.7
met5	-	0	0
met3	6	295	1.31
cell usage in the layout (no fill, tap or decap), types with 3 or more instances in the layout:
master,n
and3_1,5
a211oi_1,8
or2_2,3
xnor2_1,16
nor2_1,19
ha_1,32
o211ai_1,5
clkdlybuf4s50_1,97
a31oi_1,4
o21ai_0,13
xor2_1,11
nor3_1,6
o31ai_1,3
nand2_1,21
o21bai_1,3
o21a_1,5
a21oi_1,38
nand3_1,14
a21o_1,13
inv_1,8
through the flow:
step	hold WS (ps)	utilization (%)
2_1_floorplan	8470	-
3_3_place_gp	9440	32.3
3_5_place_dp	9450	32.3
4_1_cts	9450	32.3
5_1_grt	9480	32.3
6_report	9430	32.3
power breakdown:
part           switching [mW]  total (mW)  internal [mW]
Clock                       0           0              0
Sequential                  0           0              0
Combinational          0.0413      0.0998         0.0585
cell families (layout without fill, tap and decap cells):
logic type / count (synthesis) / after routing
mux: 2 / 2
xor+xnor: 27 / 27
other cells: 1 / 1
buf+inv: 18 / 105
simple gates: 84 / 84
compound gates: 111 / 111
fa+ha+maj: 33 / 33
Power and IR drop assume default switching activity.
